==> /design/flow/design.v <==
module I2S_To_Parallel( BCLK, LRCLK, ADCDAT, rightBuff, leftBuff,dataReady);
parameter wordLength = 16;
localparam msb = wordLength -1; 
input BCLK, LRCLK, ADCDAT; 
output [msb:0]rightBuff; 
output [msb:0]leftBuff; 
output dataReady; 
reg [msb:0]rightBuff;
reg [msb:0]leftBuff; 
reg dataReady; 
reg [4:0]bitCnt; 
initial begin 
rightBuff = 0; 
leftBuff = 0;
bitCnt = 0; 
dataReady = 0; 
end 
always @ (negedge BCLK) begin 
	if(LRCLK) begin 
		bitCnt = bitCnt + 1;
			if(bitCnt == wordLength) begin 
				dataReady = 1; 
			end else begin 
				dataReady = 0; 
			end 
		end else begin 
		bitCnt = 0; 
		end 
end 
always @ (posedge BCLK ) begin 
	if(LRCLK && bitCnt < wordLength) begin 
			rightBuff[msb:0] <= {rightBuff[msb-1:0],ADCDAT};  
	end 
end 
endmodule 
==> /design/flow/run.sh <==
#!/bin/bash
# OpenROAD 26Q1-2900-gdf79404cd8, Yosys 0.63+post, stock flow scripts
make -C /OpenROAD-flow-scripts/flow DESIGN_CONFIG=/design/flow/config.mk WORK_HOME=/design/flow/orfs finish
==> /design/flow/config.mk <==
export PLATFORM = sky130hd
export DESIGN_NAME = I2S_To_Parallel
export DESIGN_NICKNAME = I2S_To_Parallel
export VERILOG_FILES = /design/flow/design.v
export SDC_FILE = /design/flow/constraint.sdc
export NUM_CORES = 4
export LEC_CHECK = 1
export CORE_AREA = 10 10 83 83
export DIE_AREA = 0 0 93 93
==> /design/flow/constraint.sdc <==
current_design I2S_To_Parallel

set clk_period 2.9
set clk_io_pct 0.2

create_clock -name clk0 -period $clk_period [get_ports {BCLK}]

set non_clock_inputs [all_inputs -no_clocks]
set_input_delay [expr $clk_period * $clk_io_pct] -clock clk0 $non_clock_inputs
set_output_delay [expr $clk_period * $clk_io_pct] -clock clk0 [all_outputs]
==> run notes <==
Physical design

The flow ran to the end, and the final reports show no timing, DRC or antenna violations. Once layout is complete, the utilization of the core stands at 22.7%. The average detailed-routed wire length per instance stands at 9.74 microns. Per the post-synthesis report, the number of cells in the design is 60. The number of cell instances after yosys synthesis stands at 60. The placed cell count stands at 149. The total number of yosys warnings stands at 1. STA classifies the critical path startpoint as a flip-flop. The area of the core region stands at 5140 sq um. The source-to-sink clock delay at the later pin of the worst-skew pair stands at 0.33 ns.

The proportion of synthesized chip area in sequential cells stands at 69.4%. The register bit total from synthesis stands at 22. For reference, the top logic cell family by area is buffers and inverters. The ratio of total power to cell area stands at 547 nW/um^2. The number of antenna violations at the first check in global routing stands at 0. For reference, the top cells by area after synthesis are sky130_fd_sc_hd__edfxtp_1, sky130_fd_sc_hd__buf_4, sky130_fd_sc_hd__dfxtp_1. The number of cell rows stands at 26. The routed layout has 482 vias. The chip width stands at 93 microns. TritonCTS created 3 clock buffers. The clock network is responsible for 35.8% of the overall power. The worst setup path is captured at a primary output. The register share of total power stands at 58.0%.

Wires add up to 1.54 mm. At the worst endpoint, the arrival time is 2.24 ns. The H-tree level count stands at 1. Summed over all routing layers, the global router reports a total usage of 3.40%. The script extracted a net switching power of 0.142 mW. The longest clock path from root to sink contains 2 buffers.

The required time of the worst setup path stands at 2.32 ns. The share of total power in combinational logic stands at 6.2%. The maximum fanout along the worst path stands at 1.

A synthesized cell averages 14.7 sq um. For reference, the final report shows the max-slew violation count at 0. Per the detail_route report, inserted antenna diodes total 0. Max-cap violations in this run came to 0.

The cell type that accounts for the most area after synthesis is sky130_fd_sc_hd__edfxtp_1. The synthesized netlist devotes 2.99% of its cell area to XOR and XNOR gates. The chip area line of the yosys report stands at 880 sq um. Clock tree synthesis selected as its root buffer the cell sky130_fd_sc_hd__clkbuf_8. The top-level I/O count stands at 36. The residual antenna-violating net count after detailed routing stands at 0. The critical path's largest stage delay stands at 0.34 ns. On the critical path the largest part of the delay comes from flip-flops.

The initial cell density of the core stands at 17.1%. Clock skew on the completed layout was measured at 0.0706 ns. The total internal power stands at 0.496 mW. The reported leakage power stands at 0.457 nW. The distinct cell type count after synthesis stands at 16.

Setup repair after global routing left no endpoint under its margin. The adder-cell share of the synthesized area stands at 2.84%. The number of global-route vias before repair stands at 519.

The synthesis run shows multiplexers occupying 0% of the cell area. The post-route cell area stands at 1170 sq um. The count of routing violations after the opening detailed-route iteration stands at 9. By startpoint and endpoint, the worst setup path is classified as flip-flop to primary output. The share of Yosys cell area claimed by the top area cell type stands at 58.0%.

The sum of net half-perimeters after detailed placement stands at 1.25 mm. Recorded from the global router log, the overflow total was 0. In the log, the iteration count for the first detailed-route pass is 4. The final sum of negative setup slack stands at 0 ns. Across the VDD grid, the largest voltage drop is 0.269 mV. The number of standard cells in the final layout excluding fillers stands at 158. The final-report setup violation count stands at 0. The largest net degree at the start of global routing stands at 17.

The slowest stage of the critical path belongs to the cell sky130_fd_sc_hd__edfxtp_1. Across all stage logs, warnings added up to 32. The remaining routing DRC violations stands at 0.

The cell area that synthesis handed to floorplanning was 880 sq um. Cells with a size suffix above 1 make up 7.95% of the layout. The first-pass GRT wire length stands at 2.42 mm. Compared with the post-synthesis result, the final layout area differs by 32.7%. The synthesized netlist devotes 1.71% of its cell area to compound gates. As logged by OpenROAD, the buffers inserted on ports number 19. Dividing the detail-routed via count by the number of cells gives 3.05. The overall die size recorded for this design is 8650 sq um. The number of hold buffers added after CTS was 0. The count of buffering cells on the critical path with inverters included stands at 1.

For this design, the sink count on the clock tree is 22. The fraction of the mapped netlist area in simple logic gates stands at 8.53%. The switching portion of total power comes to 22.3%. The last weighted congestion value of the routability-driven placer stands at 0.726.

The worst hold margin stands at 0.457 ns. TritonCTS built the clock tree. Hold-check failures listed in the final report amount to 0. In the CTS report, the clock slew at the register clock pins of the worst setup and hold paths is listed as 0.08 ns. Checking hold timing, the worst path is listed with class flip-flop to flip-flop.

Per the detailed placement report, the placed cell area equals 1100 sq um. Per STA, the worst path is made up of buf_2. The die extent in y stands at 93 microns.
-- worst paths after layout --
kind | startpoint | endpoint | slack [ns] | cells past startpoint
hold / removal | rightBuff[9] | rightBuff[10] | 0.46 | 0
hold reg to reg | rightBuff[9] | rightBuff[10] | 0.46 | 0
setup reg to reg | bitCnt[4] | rightBuff[14] | 0.39 | 2
setup / recovery | dataReady | dataReady | 0.08 | 1
-- cell families after synthesis --
logic type / Yosys count
flops: 22
buf+inv: 17
simple gates: 12
compound gates: 3
xor+xnor: 3
fa+ha+maj: 2
other cells: 1
-- what timing repair did --
| action | 4_1_cts | 5_1_grt |
|---|---|---|
| buffers inserted | 0 | 0 |
| gates resized | 4 | 0 |
| setup endpoints to repair | 1 | 0 |
-- layout make-up --
cell class / count / area, sq um
sequential: 22 / 611
multi-input combinational: 36 / 204
timing repair buffer: 20 / 193
tap: 70 / 87.6
clock inverter: 7 / 31.3
clock buffer: 3 / 41.3
fill: 578 / 3970
-- metrics by stage --
stage	power, mW	setup slack (ns)
after floorplan	0.410	0.265
after global placement	0.431	0.0153
after detailed placement	0.433	-0.0268
after CTS	0.651	0.0588
after global routing	0.684	0.0185
final	0.638	0.0806
-- sequential cells by signal (all words and copies together), names as in the netlist --
register / cells
dataReady: 1
bitCnt: 5
rightBuff: 16
-- per-layer routing --
layer  global-route usage, %  vias to the layer above  part of all wire (%)
li1                        -                      230                     -
met1                    3.88                      232                    43
met2                    5.43                       20                    47
met3                    2.34                        0                    10
met4                   0.129                        0                     0
met5                       0                        -                     0
-- synth_stat cells (all sizes together) --
cell type	instances
buf	16
nor2b	2
edfxtp	17
dfxtp	5
conb	1
xor2	1
ha	2
xnor2	2
inv	1
and4b	1
nand2	1
nand3	3
a21oi	2
and2	4
o21ai	1
nor4b	1
-- power by group through the flow --
stage	combinational [mW]	clock (mW)	sequential [mW]
CTS	0.0419	0.239	0.370
global route	0.0453	0.266	0.372
finish	0.0397	0.228	0.370
-- layout by cell type (no fill, tap or decap), types with 2 or more instances in the layout --
| master | n |
|---|---|
| sky130_fd_sc_hd__conb_1 | 16 |
| sky130_fd_sc_hd__xnor2_1 | 2 |
| sky130_fd_sc_hd__ha_1 | 2 |
| sky130_fd_sc_hd__inv_1 | 6 |
| sky130_fd_sc_hd__nand3_1 | 3 |
| sky130_fd_sc_hd__and2_1 | 4 |
| sky130_fd_sc_hd__clkbuf_8 | 3 |
| sky130_fd_sc_hd__edfxtp_1 | 17 |
| sky130_fd_sc_hd__a21oi_1 | 2 |
| sky130_fd_sc_hd__dfxtp_1 | 5 |
| sky130_fd_sc_hd__clkdlybuf4s50_1 | 18 |
Power and IR drop assume default switching activity.
