==> run.sh <==
#!/bin/bash
# OpenROAD 26Q1-2900-gdf79404cd8, Yosys 0.63+post, stock flow scripts
make -C /OpenROAD-flow-scripts/flow DESIGN_CONFIG=/design/flow/config.mk WORK_HOME=/design/flow/orfs finish
==> config.mk <==
export PLATFORM = sky130hd
export DESIGN_NAME = I2C_Controller
export DESIGN_NICKNAME = I2C_Controller
export VERILOG_FILES = /design/flow/design.v
export SDC_FILE = /design/flow/constraint.sdc
export NUM_CORES = 4
export LEC_CHECK = 1
export CORE_AREA = 10 10 70 70
export DIE_AREA = 0 0 80 80
==> constraint.sdc <==
current_design I2C_Controller

set clk_period 1.9
set clk_io_pct 0.2

create_clock -name clk0 -period $clk_period [get_ports {CLOCK}]

set non_clock_inputs [all_inputs -no_clocks]
set_input_delay [expr $clk_period * $clk_io_pct] -clock clk0 $non_clock_inputs
set_output_delay [expr $clk_period * $clk_io_pct] -clock clk0 [all_outputs]
==> design.v <==
module I2C_Controller (
	CLOCK,
	I2C_DATA,	
	GO,
	RESET,	
	W_R,
	I2C_SDAT,	
	I2C_SCLK,
	END,	
	ACK
);
	input  CLOCK;
	input  [23:0]I2C_DATA;	
	input  GO;
	input  RESET;	
	input  W_R;
	inout  I2C_SDAT;	
	output I2C_SCLK;
	output END;	
	output ACK;
reg SDO; 
reg SCLK;	 
reg END;
reg [23:0]SD;
reg [5:0]SD_COUNTER;
wire I2C_SCLK = SCLK | ( ((SD_COUNTER >= 4) & (SD_COUNTER <=30))? ~CLOCK :0 );
wire I2C_SDAT=SDO?1'bz:0 ;
reg ACK1,ACK2,ACK3;
wire ACK = ACK1 | ACK2 | ACK3;
always @(negedge RESET or posedge CLOCK ) begin
if (!RESET) begin SD_COUNTER=6'b111111; end 
else begin
if (GO==0) 
	SD_COUNTER=0;
	else 
	if (SD_COUNTER < 6'b111111) SD_COUNTER=SD_COUNTER+1;	
	end 
end
always @(negedge RESET or  posedge CLOCK ) begin
if (!RESET) begin SCLK=1;SDO=1; ACK1=0;ACK2=0;ACK3=0; END=1; end
else
case (SD_COUNTER)
	6'd0  : begin ACK1=0 ;ACK2=0 ;ACK3=0 ; END=0; SDO=1; SCLK=1;end
	6'd1  : begin SD=I2C_DATA;SDO=0;end
	6'd2  : SCLK=0;
	6'd3  : SDO=SD[23];
	6'd4  : SDO=SD[22];
	6'd5  : SDO=SD[21];
	6'd6  : SDO=SD[20];
	6'd7  : SDO=SD[19];
	6'd8  : SDO=SD[18];
	6'd9  : SDO=SD[17];
	6'd10 : SDO=SD[16];	
	6'd11 : SDO=1'b1; 
	6'd12  : begin SDO=SD[15]; ACK1=I2C_SDAT; end
	6'd13  : SDO=SD[14];
	6'd14  : SDO=SD[13];
	6'd15  : SDO=SD[12];
	6'd16  : SDO=SD[11];
	6'd17  : SDO=SD[10];
	6'd18  : SDO=SD[9];
	6'd19  : SDO=SD[8];
	6'd20  : SDO=1'b1; 
	6'd21  : begin SDO=SD[7]; ACK2=I2C_SDAT; end
	6'd22  : SDO=SD[6];
	6'd23  : SDO=SD[5];
	6'd24  : SDO=SD[4];
	6'd25  : SDO=SD[3];
	6'd26  : SDO=SD[2];
	6'd27  : SDO=SD[1];
	6'd28  : SDO=SD[0];
	6'd29  : SDO=1'b1; 
    6'd30 : begin SDO=1'b0; SCLK=1'b0; ACK3=I2C_SDAT; end	
    6'd31 : SCLK=1'b1; 
    6'd32 : begin SDO=1'b1; END=1; end 
endcase
end
endmodule
==> impl_metrics.toml <==
# physical design summary
[global_route]
antenna_found_initial = 1
grt_max_degree = 10
track_usage_pct = 3.71
gr-total-overflow = 0
grt_pass1_vias = 452
grt_pass1_wl_mm = 1.93

[routing]
vias = 432
drc_errors = 0
first_pass_iters = 4
via_per_inst = 3.86
ant_nets = 0
routedWlPerCell_um = 10.1
first_iter_violations = 45
wirelength_mm = 1.14

[timing]
fin_worst_skew_ns = 0.00568
fin_crit_sh_pct = 96.9
finalCriticalPeriod_ns = 1.84
grt_setup_unrepaired = "false"
hold_violations = 0
setup_viol = 0
slew_viol_final = 0
fmax_mhz = 545

[run_status]
status = "completed"

[synth]
top_cell_area_share_pct = 41.4
yosysCellCount = 51
ys_types = 26
synth_chip_area_um2 = 508
yosysWarnings = 2
edf_count = 0
area_leaders = "dfstp_2 (41%), ha_1 (7.4%), a21oi_1 (4.9%), nand3_1 (3.0%), nor3_1 (3.0%)"
ys.flops = 8
yosysTopAreaCell = "dfstp_2"
ys_async_sr_fraction_pct = 100
post-synth-top-count-cell = "dfstp_2"
ys_seq_share_pct = 41.4
avgSynthCellArea_um2 = 9.96
postSynth.topFlopCell = "dfstp_2"
synthTopCellsByCount = "dfstp_2 (8), a21oi_1 (5), inv_1 (4)"
syn_inst = 51
netlist_area_um2 = 508

[clocking]
cts_tree = "done"
path_clk_slew_ns = 0.06
clkLatencyLatePin_ns = 0.36

[die]
ioPinCount = 32
fp_util_pct = 14.9
core_mm2 = 0.00342
rows = 21
dieArea_mm2 = 0.00640
chipWidth_um = 80
die_y_um = 80

[critical_path]
end_kind = "output pin"
path_max_fanout = 4
cp.required_ns = 1.52
r2r-start = "SD_COUNTER[1]$_DFFE_PN1P_"
cp.arrival_ns = 1.46
critical_path_class = "clock port to output pin"
critPathLaunch = "CLOCK"
cp-start-kind = "clock port"
r2r_setup_slack_ns = 0.34

[place]
place_area_um2 = 601
dp_cells = 101
dpl.hpwl_um = 743
portBuffers = 4
place.gp.congestion = 0.751

[cells_and_area]
area_growth_pct = 34.2
stdcell_count = 112
fillCellCount = 364
stdcell_area_um2 = 682
final_core_utilization_pct = 20.0
drive_gt1_share_pct = 42.2

[power_and_ir_drop]
p_total_uw = 474
p_leak_uw = 0.000259
power_density_mw_per_mm2 = 694
vdd_ir_drop_max_mv = 0.239

[hold_path]
hp-class = "register to register"
min_from = "SCLK$_DFFE_PN1P_"

[flow_run]
max_cap_violations = 0
tool_warnings = 55
## layout make-up
| class | count | area (um2) | area share (%) |
|---|---|---|---|
| antenna | 2 | 5.00 | 0.734 |
| sequential | 8 | 210 | 30.8 |
| clock buffer | 7 | 50.0 | 7.34 |
| timing repair buffer | 9 | 75.1 | 11.0 |
| inverter | 4 | 15.0 | 2.20 |
| tap | 46 | 57.6 | 8.44 |
| multi-input combinational | 36 | 269 | 39.4 |
## power breakdown
group	internal, uW	switching [uW]
combinational	24.3	28.9
sequential	185	7.86
clock	146	81.0
## flip-flops by register name, summed over array words and instances (netlist names)
| name | count |
|---|---|
| SCLK | 1 |
| SD_COUNTER | 6 |
| END | 1 |
## final timing paths
kind                                             endpoint  cells after the start
max in group asynchronous       SD_COUNTER[0]$_DFFE_PN1P_                      1
worst max-delay path                             I2C_SCLK                      5
worst max register to register  SD_COUNTER[2]$_DFFE_PN1P_                      5
worst min-delay path                     SCLK$_DFFE_PN1P_                      1
min in group asynchronous       SD_COUNTER[2]$_DFFE_PN1P_                      1
worst min register to register           SCLK$_DFFE_PN1P_                      1
## kinds of logic (layout without fill, tap and decap cells)
group / Yosys count / count (layout) / synth area share (%)
mux: 1 / 1 / 2.95
flops: 8 / 8 / 41.4
simple gates: 15 / 15 / 17.7
buf+inv: 8 / 20 / 9.11
other cells: 1 / 4 / 0.738
xor+xnor: 1 / 1 / 1.72
fa+ha+maj: 3 / 3 / 7.39
compound gates: 14 / 14 / 19.0
## routing by layer
metal / vias to the layer above / routed length, um / global-route usage (%)
met4: 0 / 8 / 0.880
met3: 2 / 146 / 3.30
met2: 19 / 436 / 4.33
met5: - / 0 / 0
li1: 212 / - / -
met1: 199 / 543 / 4.81
## stage by stage
stage	setup TNS [ns]	hold slack (ns)	worst slack, ns
global placement	-0.0495	0.474	-0.0495
CTS	0	0.487	0.0210
floorplan	0	0.232	0.405
detailed placement	-0.0495	0.477	-0.0495
finish	0	0.489	0.0580
global route	0	0.508	0.00211
## critical path, cell delays in order
cell and delay [ns]:
clkbuf_4 0.11, clkbuf_4 0.12, nor2_1 0.07, a21o_1 0.12, buf_2 0.09
## cell usage in the layout, fill, tap and decap left out, types with 2 or more instances in the layout
cell	instances
a21oi_1	5
a31oi_1	2
buf_4	6
clkbuf_4	6
clkdlybuf4s50_1	3
conb_1	2
dfstp_2	8
diode_2	2
ha_1	3
inv_1	4
nand2_1	2
nand3_1	3
nor2_1	2
nor3_1	3
o21ai_0	2
## what timing repair did
item                                    CTS  global route
buffers inserted                          2             1
pin swaps                                 3             4
hold buffers                              0             0
resized                                   5             0
endpoints found under the setup margin    2             2
Power figures rest on the tool's default switching activity, not on a simulated workload.
