## /design/flow/config.mk

```make
export PLATFORM = sky130hd
export DESIGN_NAME = Parallel_To_I2S
export DESIGN_NICKNAME = Parallel_To_I2S
export VERILOG_FILES = /design/flow/design.v
export SDC_FILE = /design/flow/constraint.sdc
export NUM_CORES = 4
export LEC_CHECK = 1
export CORE_AREA = 10 10 72 72
export DIE_AREA = 0 0 82 82
```

## /design/flow/design.v

```verilog
module Parallel_To_I2S(BCLK, LRCLK, dataIn, booger, dataOut);
localparam wordLength = 16;
localparam msb = wordLength -1; 
input BCLK; 
input LRCLK;
input [msb:0]dataIn; 
input [15:0]booger;
output dataOut; 
wire do;
wire dataOut; 
reg [4:0]bitCnt;
reg data; 
reg [15:0]dataI; 
initial begin 
data = 0; 
bitCnt = 0; 
dataI = 16'hAAAA; 
end 
assign dataOut = (LRCLK && bitCnt < 16)? data : 0; 
always @ (negedge BCLK) begin 
	if(LRCLK) bitCnt = bitCnt + 1;
	else bitCnt = 0; 
		case(bitCnt) 
		5'd0: data = booger[15]; 
		5'd1: data = booger[14]; 
		5'd2: data = booger[13]; 
		5'd3: data = dataI[12]; 
		5'd4: data = dataI[11]; 
		5'd5: data = dataI[10]; 
		5'd6: data = dataI[9]; 
		5'd7: data = dataIn[8]; 
		5'd8: data = dataIn[7]; 
		5'd9: data = dataIn[6];
		5'd10: data = dataIn[5];
		5'd11: data = dataIn[4];
		5'd12: data = dataIn[3];
		5'd13: data = dataIn[2];
		5'd14: data = dataIn[1];
		5'd15: data = dataIn[0];
		endcase 
end 
endmodule 
```

## /design/flow/run.sh

```bash
#!/bin/bash
# OpenROAD 26Q1-2900-gdf79404cd8, Yosys 0.63+post, stock flow scripts
make -C /OpenROAD-flow-scripts/flow DESIGN_CONFIG=/design/flow/config.mk WORK_HOME=/design/flow/orfs finish
```

## /design/flow/constraint.sdc

```tcl
current_design Parallel_To_I2S

set clk_period 3.3
set clk_io_pct 0.2

create_clock -name clk0 -period $clk_period [get_ports {BCLK}]

set non_clock_inputs [all_inputs -no_clocks]
set_input_delay [expr $clk_period * $clk_io_pct] -clock clk0 $non_clock_inputs
set_output_delay [expr $clk_period * $clk_io_pct] -clock clk0 [all_outputs]
```

==> results.sh <==
# yosys + openroad results
export IMPL_netSwitchingFraction=0.318
export IMPL_postLayoutSetupSlackWorst_ns=0.00419
export IMPL_remaining_drc_errors=0
export IMPL_grt_total_usage=0.0479
export IMPL_cell_internal_pwr_w=0.000213
export IMPL_via_count_of_the_first_global_routing_pass=644
export IMPL_stage_log_warnings=54
export IMPL_count_of_buffers_inserted_at_the_top_level_ports=14
export IMPL_drt_antenna_violating_nets=0
export IMPL_die_width_um=82
export IMPL_design_core_area_mm2=0.00369
export IMPL_timing_rr_start="bitCnt[0]"
export IMPL_clock_latency_ns=0.29
export IMPL_design_die_area_mm2=0.00672
export IMPL_route_top_layer_used="met3"
export IMPL_power_density_mw_per_mm2=355
export IMPL_r2r_cells=6
export IMPL_synthesis_instances=73
export IMPL_arrival_time_of_data_at_the_critical_path_endpoint_ns=1.67
export IMPL_holdWs_ns=0.708
export IMPL_timing_slew_headroom=0.589
export IMPL_setup_total_negative_slack_ns=0
export IMPL_clk_pin_slew_worst_paths_ns=0.03
export IMPL_antenna_found_initial=0
export IMPL_worst_hold_path_num_cells=1
export IMPL_core_util_floorplan=0.156
export IMPL_met2_wirelength_um=816
export IMPL_yosysChipArea_um2=577
export IMPL_final_setup_violations=0
export IMPL_cp_required_ns=1.68
export IMPL_ctsLongestPathBuffers=2
export IMPL_outcome="finished, final reports clean"
export IMPL_ys_types=38
export IMPL_fp_dieH_um=82
export IMPL_final_layout_size_suffix_gt1_frac=0.290
export IMPL_count_of_hold_fix_buffers_inserted_at_cts=0
export IMPL_yosys_register_bits=6
export IMPL_cts_buffers=3
export IMPL_clock_skew_final_ns=0.00409
export IMPL_power_clock_fraction=0.447
export IMPL_ys_seq_frac=0.226
export IMPL_top_cell_area_share=0.174
export IMPL_postLayoutCoreUtil=0.238
export IMPL_placement_rows=22
export IMPL_clock_tree_htree_level_count=1
export IMPL_endpoint_kind="flop"
export IMPL_grt_ovfl_total=0
export IMPL_place_hpwl_mm=1.17
export IMPL_syn_avg_cell_area_um2=7.90
export IMPL_wire_length_of_the_first_global_routing_pass_mm=2.69
export IMPL_max_cap_viol_count=0
export IMPL_asyncSetResetFlopFracSynth=0
export IMPL_top_area_cell="sky130_fd_sc_hd__dfxtp_1"
export IMPL_switching_power_total_w=0.0000994
export IMPL_finalPower_w=0.000312
export IMPL_rrSetupSlack_ns=0.80
export IMPL_tightestPinTransition_ns=0.615
export IMPL_holdCritPathClass="flop to flop"
export IMPL_area_delta_synth_final_pct=52.5
export IMPL_cellLeakagePower_nw=0.402
export IMPL_firstDrtPassIters=4
export IMPL_timing_critical_path_fanout_max=2
export IMPL_timing_critical_path_to="data"
export IMPL_avgRoutedWirePerCell_um=11.9
export IMPL_via_count=647
export IMPL_cts_num_sinks=6
export IMPL_worst_ir_drop_vdd_v=0.0000952
export IMPL_hold_violations=0
export IMPL_startpoint_type="input port"
export IMPL_viasPerCell=4.59
export IMPL_post_synth_instance_area_um2=577
export IMPL_criticalPathCategory="input port to flop"
export IMPL_worstReg2RegEnd="data"
export IMPL_routed_wl_mm=1.68
export IMPL_rsz0062_at_grt="yes"
export IMPL_ys_warnings_count=1
export IMPL_post_place_worst_slack_ns=-0.651
export IMPL_postSynth_topFlopCell="sky130_fd_sc_hd__dfxtp_1"
export IMPL_pwr_share_comb=0.263
export IMPL_pin_count=35
export IMPL_synth_yosys_num_cells=73
export IMPL_globalplace_congestion=0.934
export IMPL_wl_met1_um=747
export IMPL_final_max_slew_violation_count=0
export IMPL_drt_first_iter_violations=17
export IMPL_met3_wirelength_um=115
export IMPL_grt_start_max_net_pins=17
export IMPL_startpoint="dataIn[0]"
export IMPL_cts_root_buffer_cell="sky130_fd_sc_hd__clkbuf_8"
export IMPL_cts_tree="yes"
export IMPL_p_seq_frac=0.289
export IMPL_top_cells_by_area_in_the_synthesized_netlist="sky130_fd_sc_hd__dfxtp_1 17%, sky130_fd_sc_hd__edfxtp_1 5.2%, sky130_fd_sc_hd__a211o_1 4.6%"
export IMPL_synth_edff_count=1
export IMPL_post_cts_setup_buffer_count=0
export IMPL_diodes=0
state kept, by name (all words and copies together) (netlist names):
name,count
bitCnt,5
data,1
power by group through the flow:
| stage | Sequential, W | Clock, W | Combinational [W] |
|---|---|---|---|
| 4_1_cts | 0.0000898 | 0.000144 | 0.0000755 |
| 6_report | 0.0000904 | 0.000140 | 0.0000823 |
| 5_1_grt | 0.0000912 | 0.000154 | 0.0000886 |
layer usage:
layer,vias to the layer above,global-route usage
li1,309,-
met5,-,0
met4,0,0.0136
met2,31,0.0760
met1,307,0.0605
met3,0,0.0165
Yosys cell counts, types with 2 or more instances:
library cell	n
sky130_fd_sc_hd__a211o_1	3
sky130_fd_sc_hd__a21oi_1	4
sky130_fd_sc_hd__a21oi_2	2
sky130_fd_sc_hd__a31oi_1	4
sky130_fd_sc_hd__and2_1	3
sky130_fd_sc_hd__buf_2	3
sky130_fd_sc_hd__dfxtp_1	5
sky130_fd_sc_hd__inv_1	2
sky130_fd_sc_hd__inv_2	2
sky130_fd_sc_hd__nand2_1	5
sky130_fd_sc_hd__nand3_1	4
sky130_fd_sc_hd__nor2_1	6
sky130_fd_sc_hd__nor2b_1	2
sky130_fd_sc_hd__o21ai_0	2
sky130_fd_sc_hd__xnor2_1	2
sky130_fd_sc_hd__xor2_1	2
worst max-delay path: stages:
cell and delay, ns:
sky130_fd_sc_hd__clkbuf_2 0.08, sky130_fd_sc_hd__mux2_4 0.28, sky130_fd_sc_hd__a21oi_2 0.15, sky130_fd_sc_hd__o22ai_2 0.09
sky130_fd_sc_hd__nor4_2 0.30, sky130_fd_sc_hd__a31oi_1 0.11
what timing repair did:
action,CTS,global route
gates resized,6,29
endpoints found under the hold margin,0,0
endpoints found under the setup margin,2,2
pin swaps,6,11
layout by cell type (no fill, tap or decap), types with 3 or more instances in the layout:
cell type and count:
sky130_fd_sc_hd__nand2_1 5, sky130_fd_sc_hd__nand3_1 4, sky130_fd_sc_hd__a31oi_1 4, sky130_fd_sc_hd__clkbuf_8 3
sky130_fd_sc_hd__and2_1 3, sky130_fd_sc_hd__a211o_1 3, sky130_fd_sc_hd__dfxtp_1 5, sky130_fd_sc_hd__clkbuf_2 3
sky130_fd_sc_hd__nor2_1 6, sky130_fd_sc_hd__a21oi_2 4, sky130_fd_sc_hd__dlymetal6s2s_1 7, sky130_fd_sc_hd__inv_1 7
sky130_fd_sc_hd__buf_4 3
cell families (layout without fill, tap and decap cells):
kind of cell / count (synthesis) / in the layout / synth area share
AND-OR/OR-AND: 21 / 21 / 0.269
buffers and inverters: 9 / 29 / 0.0846
flip-flops: 6 / 6 / 0.226
adder cells (fa/ha/maj): 1 / 1 / 0.0217
XOR/XNOR: 4 / 4 / 0.0607
AND/OR/NAND/NOR: 30 / 30 / 0.302
multiplexers: 2 / 2 / 0.0369
cell type report:
type                            instances  area (µm²)
Sequential cell                         6         130
Clock buffer                            3        41.3
Clock inverter                          6        22.5
Fill cell                             402        2810
Inverter                                3        11.3
Multi-Input combinational cell         58         444
Tap cell                               48        60.1
Timing Repair Buffer                   17         170
how the worst min path moves through the flow:
stage | from | end | slack [ns]
after CTS | bitCnt[0] | bitCnt[0] | 0.69
final | bitCnt[0] | bitCnt[0] | 0.71
after global routing | bitCnt[0] | bitCnt[0] | 0.76
metrics by stage:
stage               cells  instance area [µm²]
floorplan              73                  584
global placement      133                  773
detailed placement    133                  773
CTS                   141                  831
global route          141                  880
finish                141                  880
Power figures rest on the tool's default switching activity, not on a simulated workload.
